==> flow/design.v <==
module can_filter (
    input  logic         clk,            
    input  logic         rst_n,          
    input  logic [10:0]  id_in,
    input  logic         id_valid_in,
    input  logic [10:0]  accept_code,
    input  logic [10:0]  accept_mask,
    output logic         id_valid_out,
    output logic [10:0]  id_out
);
    always_ff @(posedge clk or negedge rst_n) begin
        if (!rst_n) begin
            id_valid_out <= 1'b0;
            id_out       <= 11'b0;
        end else begin
            if (id_valid_in && ((id_in & accept_mask) == (accept_code & accept_mask))) begin
                id_valid_out <= 1'b1;
                id_out       <= id_in;
            end else begin
                id_valid_out <= 1'b0;
                id_out       <= 11'b0;
            end
        end
    end
endmodule
==> flow/run.sh <==
#!/bin/bash
# OpenROAD 26Q1-2900-gdf79404cd8, Yosys 0.63+post, stock flow scripts
make -C /OpenROAD-flow-scripts/flow DESIGN_CONFIG=/design/flow/config.mk WORK_HOME=/design/flow/orfs finish
==> flow/config.mk <==
export PLATFORM = sky130hd
export DESIGN_NAME = can_filter
export DESIGN_NICKNAME = can_filter
export VERILOG_FILES = /design/flow/design.v
export SDC_FILE = /design/flow/constraint.sdc
export NUM_CORES = 4
export LEC_CHECK = 1
export CORE_AREA = 10 10 75 75
export DIE_AREA = 0 0 85 85
==> flow/constraint.sdc <==
current_design can_filter

set clk_period 1.0
set clk_io_pct 0.2

create_clock -name clk0 -period $clk_period [get_ports {clk}]

set non_clock_inputs [all_inputs -no_clocks]
set_input_delay [expr $clk_period * $clk_io_pct] -clock clk0 $non_clock_inputs
set_output_delay [expr $clk_period * $clk_io_pct] -clock clk0 [all_outputs]
==> reports/qor.txt <==
Synthesized area divided by synthesized cell count: 10.67 um2
Classification of the worst-slack hold path: in2reg
Total routing usage reported by global routing: 5.844%
H-tree levels: 1
Most instantiated library cell after synthesis: sky130_fd_sc_hd__dfrtp_1
Post-layout instance area: 0.001400 mm2
Clock transition at the register clock pins on the worst setup and hold paths after CTS: 0.05 ns
Largest net degree at the start of global routing: 13
Via count of the first global-routing pass: 776
Chip area line of the yosys report: 608.1 um2
Total wire length after detailed routing: 2249 um
Cell count listed in synth_stat.txt: 57
CP Class: in2reg
Clock Tree Root: sky130_fd_sc_hd__clkbuf_8
Flip-flops with a built-in enable: 0
Pre-Repair DR Iteration Count: 4
Maximum resistive drop on vdd: 378.9 uV
Floorplan row count: 23
Via density per instance: 3.756
Final setup slack of the worst path: -0.02892 ns
Width of the die: 85 um
WL met1: 1049 um
Number of top-level pins: 48
Floorplan die area: 0.007225 mm2
TritonCTS clock tree: built
Gate count of the mapped netlist: 57
DRT iter0 DRCs: 20
Buffers added on ports: 47
Cell area after technology mapping: 608.1 um2
Top cells by count, synth: sky130_fd_sc_hd__dfrtp_1, sky130_fd_sc_hd__nand3_1, sky130_fd_sc_hd__xor2_1, sky130_fd_sc_hd__nor2_2, sky130_fd_sc_hd__a22oi_1
Post-CTS setup buffer count: 0
Routed wire length on met3: 289 um
Post-placement setup slack: -0.5262 ns
Leftover overflow at the end of global routing: 0
Failing checks: negative setup slack
Most area-hungry cell type in the Yosys netlist: sky130_fd_sc_hd__dfrtp_1
Layout cells sized above 1: 63.25%
DR DRC count: 0
# clock sinks: 12
Prevailing post-synth register cell: sky130_fd_sc_hd__dfrtp_1
Slew at the pin closest to its max-slew limit: 0.3111 ns
Number of failing hold endpoints at the final stage: 0
CP Data Arrival Time: 1.20 ns
Maxcap violations: 0
Leakage dissipation: 0.6170 nW
Clock buffers created by TritonCTS: 3
Number of warnings printed during yosys synthesis: 1
Number of nets with antenna violations after routing: 0
Flip-flop and latch count after synthesis: 12
Number of antenna violations at the first check in global routing: 1
Max-slew violation count: 0
Wire length of the first global-routing pass: 3553 um
Number of distinct library cells after synthesis: 12
Maximum clock insertion buffer count: 2
Worst rel slew slack: 79.26%
Pwr/cell area: 981.9 mW/mm2
Area growth from synthesis to final layout: 130.2%
Dominant cell area share: 49.38%
Half-perimeter wire length of the detailed placement result: 1767 um
Largest fanout on the critical path: 6
Synth Seq Share: 49.38%
Setup crit end kind: flop
Setup violators final: 4
Detailed-route wire length per cell: 13.39 um
Worst endpoint required time: 1.17 ns
Synth area leaders: sky130_fd_sc_hd__dfrtp_1, sky130_fd_sc_hd__xor2_1, sky130_fd_sc_hd__nor2_2
GPL Wtd Cong: 0.7745
Final worst-path cycle share: 102.9%
Status: finished with violations
Placeable Area: 0.004058 mm2
Async SR Flop Fraction: 100.0%
Starting Density: 14.99%
Fmax: 0.9719 GHz
Shortest period the worst path allows: 1.029 ns
Vias: 631
DP Area: 0.001207 mm2
DR top layer: met4
Detailed route wirelength on metal2: 856 um
Number of buffers inserted for hold repair after clock tree synthesis: 0
RSZ-0062 raised after global routing: yes
Chip Height: 85 um
Sort of element at the start of the critical path: primary input
Number of warning messages in the logs: 27
-- cells in the final DEF (no fill, tap or decap), drive strengths merged --
cell           netlist  layout
clkdlybuf4s15        0       8
nand3               11      11
a21boi               1       1
nand4                1       1
nand2                1       1
clkdlybuf4s50        0       1
dfrtp               12      12
xor2                11      11
nor2                12      12
buf                  3      26
dlygate4sd2          0      12
clkbuf               0      16
diode                0       1
a22oi                5       5
-- path summary, 6_finish.rpt --
path,start,endpoint,cells after the start,slack (ns)
min in group asynchronous,rst_n,id_out[1],2,0.27
hold / removal,id_in[7],id_out[7],3,0.20
max in group asynchronous,rst_n,id_out[8],2,0.59
setup / recovery,accept_code[5],id_out[1],6,-0.03
-- metrics by stage --
step                power [mW]  setup TNS [ns]  hold WS, ns  std cells  utilization [%]
floorplan               0.6264               0     -0.09559         57                -
global placement        0.8567          -6.314       0.5112        161            29.76
detailed placement      0.8604          -6.224       0.5136        161            29.76
CTS                      1.364        -0.06995       0.2098        167            33.58
global route             1.447         -0.3193       0.1967        168            34.51
finish                   1.375        -0.06028       0.1988        168            34.51
-- worst max-delay path, cell delays in order --
cell and delay (ns):
sky130_fd_sc_hd__buf_6 0.10, sky130_fd_sc_hd__xor2_2 0.16, sky130_fd_sc_hd__a22oi_2 0.31, sky130_fd_sc_hd__clkbuf_16 0.22
sky130_fd_sc_hd__nand3_2 0.09, sky130_fd_sc_hd__nor2_4 0.11
-- kinds of logic (layout without fill, tap and decap cells) --
| family | Yosys count | in the layout | share of synthesized area [%] |
|---|---|---|---|
| simple gates | 25 | 25 | 22.22 |
| flops | 12 | 12 | 49.38 |
| other cells | 0 | 1 | 0 |
| xor+xnor | 11 | 11 | 15.84 |
| compound gates | 6 | 6 | 9.053 |
| buf+inv | 3 | 63 | 3.498 |
-- sequential cells by signal, summed over array words and instances, names as in the netlist --
signal	cells
id_valid_out	1
id_out	11
-- metal layers --
layer	GRT usage, %	vias to the layer above
met5	0	-
met4	2.096	0
met3	3.661	4
met2	7.357	38
met1	7.799	277
li1	-	312
-- repair_timing --
action / in CTS / in global routing
setup endpoints to repair: 24 / 17
resized: 136 / 34
pin swaps: 31 / 14
cloned: 3 / 0
-- layout make-up --
cell class                 instances  area (um2)
antenna                            1       2.502
clock buffer                       3       41.29
fill                             392        2658
multi-input combinational         42       475.5
sequential                        12       300.3
tap                               50       62.56
timing repair buffer              60       518.0
-- power by group --
part	internal (mW)	leakage (nW)	total (mW)	switching, mW
Clock	0.263	0.0216	0.410	0.147
Combinational	0.247	0.428	0.468	0.221
Sequential	0.494	0.167	0.497	0.00230
Total	1.00	0.617	1.37	0.371
Power and IR drop assume default switching activity.
